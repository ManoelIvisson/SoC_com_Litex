===== ./run.sh =====
#!/bin/bash
# OpenROAD 26Q1-2900-gdf79404cd8, Yosys 0.63+post, stock flow scripts
make -C /OpenROAD-flow-scripts/flow DESIGN_CONFIG=/design/flow/config.mk WORK_HOME=/design/flow/orfs finish

===== ./config.mk =====
export PLATFORM = sky130hd
export DESIGN_NAME = produto_escalar
export DESIGN_NICKNAME = produto_escalar
export VERILOG_FILES = /design/flow/design.v
export SDC_FILE = /design/flow/constraint.sdc
export NUM_CORES = 4
export LEC_CHECK = 1
export CORE_UTILIZATION = 50

===== ./constraint.sdc =====
current_design produto_escalar

set clk_period 47.9
set clk_io_pct 0.2

create_clock -name clk0 -period $clk_period [get_ports {clk}]

set non_clock_inputs [all_inputs -no_clocks]
set_input_delay [expr $clk_period * $clk_io_pct] -clock clk0 $non_clock_inputs
set_output_delay [expr $clk_period * $clk_io_pct] -clock clk0 [all_outputs]

===== ./design.v =====
module produto_escalar (
    input logic clk,
    input logic rst,
    input logic start,
    input logic signed [31:0] a0, a1, a2, a3, a4, a5, a6, a7,
    input logic signed [31:0] b0, b1, b2, b3, b4, b5, b6, b7,
    output logic done,
    output logic signed [63:0] result
);
    logic signed [31:0] a_reg [0:7];
    logic signed [31:0] b_reg [0:7];
    logic signed [63:0] acc;
    logic [2:0] idx;        
    logic busy;
    logic done_q;
    logic signed [63:0] result_q;
    assign done = done_q;
    assign result = result_q;
    always_ff @(posedge clk or posedge rst) begin
        if (rst) begin
            busy <= 1'b0;
            done_q <= 1'b0;
            acc <= 64'sd0;
            idx <= 3'd0;
            result_q <= 64'sd0;
        end else begin
            if (start && !busy) begin
                a_reg[0] <= a0; a_reg[1] <= a1; a_reg[2] <= a2; a_reg[3] <= a3;
                a_reg[4] <= a4; a_reg[5] <= a5; a_reg[6] <= a6; a_reg[7] <= a7;
                b_reg[0] <= b0; b_reg[1] <= b1; b_reg[2] <= b2; b_reg[3] <= b3;
                b_reg[4] <= b4; b_reg[5] <= b5; b_reg[6] <= b6; b_reg[7] <= b7;
                acc <= 64'sd0;
                idx <= 3'd0;
                busy <= 1'b1;
                done_q <= 1'b0;
                result_q <= 64'sd0;
            end else if (busy) begin
                acc <= acc + ( $signed(a_reg[idx]) * $signed(b_reg[idx]) );
                if (idx == 3'd7) begin
                    busy <= 1'b0;
                    done_q <= 1'b1;
                    result_q <= acc + ( $signed(a_reg[7]) * $signed(b_reg[7]) );
                end else begin
                    idx <= idx + 1;
                end
            end else begin
                if (!start)
                    done_q <= 1'b0;
            end
        end
    end
endmodule

==> out/metrics.csv <==
metric,value,unit
postSynth.topFlopCell,edfxtp_1,
netlist_area_pre_place,101600,um2
area_share_of_xor_xnor_cells_in_the_synthesized_design,1.285,%
worstSetupStartpointType,flop,
die_y,452.8,um
htree_levels,3,
drv_cap,0,
tritoncts.num_buffers,75,
edf_count,512,
top_level_ports,580,
floorplan_row_count,165,
tns,0,ps
syn_area_per_cell,10.22,um2
hp-start,result_q[56],
grt_pass1_vias,76910,
number_of_antenna_violating_nets_in_the_routed_design,0,
postCtsHoldBufs,0,
critPathLaunch,idx[2],
worst_path_largest_cell_delay,810,ps
grt_first_pass_wirelength,499.6,mm
drt-initial-drc-count,4230,
endpoints_failing_setup,0,
antenna_found_initial,28,
drc,0,
grt_start_max_net_pins,134,
clock-root-buffer,clkbuf_16,
floorplan.core_util,50.26,%
avgViaCountPerCell,5.423,
yosys_area,101600,um2
run_status,"finished, final reports clean",
layout.area.seq,18710,um2
ys_sh_adder,53.13,%
drt_pre_antenna_iters,6,
num_vias,71060,
worst_slew_pin_slew,1121,ps
warnings,38,
synth.yosys.warnings,3,
crit_required,48490,ps
netlist_instances,9941,
synth-seq-area-share,18.41,%
fin_util,56.20,%
critical_path.slowest_cell,nor4_2,
clk_pin_slew_worst_paths,60,ps
place_congestion,1.013,
worst_path_fanout_max,49,
timing.final.crit_share,25.93,%
cp-end-kind,flop,
max-slew-margin-rel,25.25,%
timing.clock.skew,58.42,ps
netlist-cell-type-count,84,
synthToLayoutAreaGrowth,11.80,%
number_of_clock_sinks,645,
design.die.area,205000,um2
crit-reg2reg-launch,idx[2],
core_area,202100,um2
total_global_route_track_usage,37.34,%
maxClockFrequency,0.08052,GHz
yosys.area_share.simple,10.70,%
share_of_post_route_cells_with_drive_strength_above_1,4.724,%
dp_hpwl,271.1,mm
cpMostUsedCell,fa_1,
prevailing_logic_family_in_the_synthesized_netlist,adder cells,
wl_per_cell,25.76,um
drt_wl_total,337.5,mm
io_buffer_count,579,
aoi_share,5.240,%
insertion_delay,730,ps
ys_cells,9941,
time_the_worst_path_needs_with_i_o_delays_and_setup,12420,ps
rsz0062_at_grt,no,
ys_ff,645,
criticalPathCategory,reg -> reg,
clk_path_buf_depth,3,
filler_cell_count,17020,
logic_area,72360,um2
synth_async_sr_flop_share,20.62,%
mux_area_share,0.5530,%
final-max-slew-violation-count,0,
hp-class,reg -> reg,
die-width,452.8,um
cts_setup_buffers,0,
cts_resized,0,
cp_data_arrival_time,13010,ps
globalRouteOverflowTotal,0,
finalHoldViolCount,0,
cts_tree,yes,
==> cell usage after synthesis (15+ instances only) <==
master | n | share of area (%)
o31ai_1 | 48 | 0.35
o21a_1 | 56 | 0.41
inv_1 | 2394 | 8.8
nand3_1 | 31 | 0.15
nand2_1 | 1596 | 5.9
a22oi_1 | 76 | 0.56
a222oi_1 | 64 | 0.63
ha_1 | 442 | 5.4
buf_1 | 19 | 0.070
mux2_2 | 49 | 0.54
o21ai_0 | 161 | 0.79
clkbuf_1 | 461 | 1.7
o21ai_1 | 41 | 0.20
a31oi_1 | 19 | 0.12
nor2b_1 | 24 | 0.15
and2_1 | 214 | 1.3
fa_1 | 2420 | 48
a41oi_1 | 15 | 0.13
xnor2_1 | 102 | 0.88
dfrtp_1 | 133 | 3.3
a21o_1 | 57 | 0.42
nor2_1 | 498 | 1.8
nor3_1 | 28 | 0.14
nand4_1 | 71 | 0.44
xor2_1 | 47 | 0.41
edfxtp_1 | 512 | 15
o21bai_1 | 22 | 0.16
a21oi_1 | 118 | 0.58
nand2b_1 | 72 | 0.44
==> cells by family after synthesis <==
| family | Yosys count |
|---|---|
| adder cells (fa/ha/maj) | 2862 |
| XOR/XNOR | 149 |
| multiplexers | 50 |
| AND/OR/NAND/NOR | 2580 |
| flip-flops | 645 |
| AND-OR/OR-AND | 770 |
| buffers and inverters | 2885 |
==> per-layer routing <==
| metal | part of all wire, % | track usage, % | vias up | routed length (um) |
|---|---|---|---|---|
| met5 | 0.26 | 2.775 | - | 871 |
| met4 | 6.3 | 17.29 | 24 | 21260 |
| met3 | 14 | 21.11 | 665 | 47690 |
| met2 | 47 | 53.97 | 3387 | 159200 |
| met1 | 32 | 47.37 | 36510 | 108500 |
| li1 | - | - | 30470 | - |
==> stage by stage <==
step                setup slack, ps  cells  area (um2)  hold slack (ps)
floorplan                      1334   9941      101600            424.1
global placement              34970  12950      111000            462.5
detailed placement            34930  12950      111000            469.0
CTS                           35630  13090      113500            482.1
global route                  35010  13100      113600            503.0
finish                        35480  13100      113600            478.9
==> path summary, 6_finish.rpt <==
path                                 to  slack, ps  cells past startpoint
setup / recovery                acc[62]      35480                     35
hold / removal             result_q[56]        480                      2
setup reg to reg                acc[62]      35480                     35
hold reg to reg            result_q[56]        480                      2
max in group asynchronous  result_q[30]      37210                      3
min in group asynchronous        done_q       9540                      2
==> area by class of cell <==
| cell class | instances | area share (%) |
|---|---|---|
| multi-input combinational | 6411 | 63.71 |
| clock buffer | 90 | 1.711 |
| antenna | 17 | 0.03745 |
| tap | 2672 | 2.943 |
| timing repair buffer | 822 | 6.715 |
| clock inverter | 50 | 0.4858 |
| inverter | 2396 | 7.923 |
| sequential | 645 | 16.47 |
==> critical path: cells and delay by family (launching register included) <==
family	cells	cell delay, ps
adders and majority gates	10	5010
and+or+nand+nor	7	2260
buffers and inverters	11	2520
AOI/OAI and AO/OA	7	1580
DFF	1	760
==> placed cells by master, fill, tap and decap left out, types with 8 or more instances in the layout <==
master / n
a211oi_1: 14
a21o_1: 57
a21oi_1: 117
a222oi_1: 64
a22o_1: 13
a22oi_1: 76
a31oi_1: 17
and2_1: 212
and3_1: 9
buf_4: 242
clkbuf_1: 14
clkbuf_16: 75
clkdlybuf4s50_1: 578
clkinv_1: 9
clkinv_2: 16
dfrtp_1: 131
diode_2: 17
edfxtp_1: 512
fa_1: 2420
ha_1: 438
inv_1: 2393
mux2_2: 49
nand2_1: 1592
nand2b_1: 72
nand3_1: 31
nand4_1: 71
nor2_1: 498
nor2b_1: 22
nor3_1: 27
o211ai_1: 8
o21a_1: 55
o21ai_0: 152
o21ai_1: 35
o21ai_2: 15
o21bai_1: 22
o31ai_1: 48
or2_2: 9
xnor2_1: 102
xor2_1: 47
